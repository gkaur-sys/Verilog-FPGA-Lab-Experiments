==> flow/design.v <==
module sipo_4bit(
    input  wire clk,
    input  wire s,           
    input  wire r,           
    input  wire sin,         
    output wire [3:0] q      
);
    wire q0, q1, q2, q3;
    dflip_flop ff0(
        .s(s), .r(r),
        .d(sin), .clk(clk),
        .q(q0)
    );
    dflip_flop ff1(
        .s(s), .r(r),
        .d(q0), .clk(clk),
        .q(q1)
    );
    dflip_flop ff2(
        .s(s), .r(r),
        .d(q1), .clk(clk),
        .q(q2)
    );
    dflip_flop ff3(
        .s(s), .r(r),
        .d(q2), .clk(clk),
        .q(q3)
    );
    assign q = {q3, q2, q1, q0};
endmodule
module dflip_flop(
    input s,
    input r,
    input d,
    input clk,
    output reg q
);
    always @(posedge clk) begin
        if (s == 1 && r == 0)
            q <= 1;        
        else if (s == 0 && r == 1)
            q <= 0;        
        else if (s == 0 && r == 0)
            q <= d;        
        else
            q <= 1'bx;     
    end
endmodule
==> flow/run.sh <==
#!/bin/bash
# OpenROAD 26Q1-2900-gdf79404cd8, Yosys 0.63+post, stock flow scripts
make -C /OpenROAD-flow-scripts/flow DESIGN_CONFIG=/design/flow/config.mk WORK_HOME=/design/flow/orfs finish
==> flow/config.mk <==
export PLATFORM = sky130hd
export DESIGN_NAME = sipo_4bit
export DESIGN_NICKNAME = sipo_4bit
export VERILOG_FILES = /design/flow/design.v
export SDC_FILE = /design/flow/constraint.sdc
export NUM_CORES = 4
export LEC_CHECK = 1
export CORE_AREA = 10 10 70 70
export DIE_AREA = 0 0 80 80
==> flow/constraint.sdc <==
current_design sipo_4bit

set clk_period 1.0
set clk_io_pct 0.2

create_clock -name clk0 -period $clk_period [get_ports {clk}]

set non_clock_inputs [all_inputs -no_clocks]
set_input_delay [expr $clk_period * $clk_io_pct] -clock clk0 $non_clock_inputs
set_output_delay [expr $clk_period * $clk_io_pct] -clock clk0 [all_outputs]
==> ci_impl_report.md <==
## Synthesis and layout report

| Metric | Value |
|---|---|
| Post-Synth XOR/XNOR Area | `0%` |
| Synth Flop Type | `dfxtp_1` |
| Worst hold path class | `reg2reg` |
| Hold_ws | `between 0.4 and 0.5 ns` |
| Critical path buffers and inverters | `1` |
| IO buf count | `7` |
| Max frequency | `approximately 1000 MHz` |
| Yosys Chip Area | `around 170 sq um` |
| Top cell type's share of synthesized area | `about half` |
| Max Slew Vio Count | `0` |
| Synth flops | `4` |
| RSZ-0062 raised after global routing | `no` |
| Pwr dens | `~1500 mW/mm^2` |
| Hpwl dp | `roughly 390 um` |
| Area leader, netlist | `dfxtp_1` |
| CP top delay family | `flip-flops` |
| Logic family by area | `buffers and inverters` |
| AND/OR/NAND/NOR Cells, Area Fraction | `18.18%` |
| Vias in the first global route | `between 150 and 200` |
| Crit end category | `primary output` |
| Tool warnings | `25` |
| Antenna violations before repair | `0` |
| Max incr delay on CP | `between 0.3 and 0.4 ns` |
| Die Size | `~0.0064 sq mm` |
| CP startpoint kind | `register` |
| Antenna-violating nets left | `0` |
| GRT Total Usage | `between 1.5 and 2%` |
| Core Util, Final | `just under 9%` |
| Fin crit period | `0.9729 ns` |
| Worst vdd ir | `0.2803 mV` |
| EDFF count, synth | `0` |
| Iteration-0 DRC Markers | `0` |
| Reg clk slew, reported paths | `approximately 0.04 ns` |
| Global-route wire length before repair | `around 770 um` |
| Yosys warning tally | `1` |
| Num CTS Buffers | `3` |
| Final hold violation count | `0` |
| Critical path's slowest cell | `dfxtp_2` |
| Ao+oa area frac | `between 10% and 20%` |
| Maxcap violations | `0` |
| P&R area growth vs syn | `82.58%` |
| Core area | `about 0.0034 sq mm` |
| Yosys cell types | `8` |
| Clk sinks | `4` |
| Fp util | `4.835%` |
| Adder share | `0%` |
| Relative slew slack | `89.34%` |
| # fillers | `between 400 and 500` |
| Drt wl/cell | `~6.5 um` |
| Post-CTS Setup Bufs | `0` |
| Vias per inst | `roughly 1.8` |
| CP arrival | `0.77 ns` |
| Status | `complete, no violations` |
| CTS root buffer | `clkbuf_4` |
| Setup Skew | `0.002054 ns` |
| Top cells by area | `dfxtp_1, buf_4, a21o_1` |
| Largest net degree at the start of global routing | `6` |
| First-pass iteration count of the detailed router | `1` |
| Clock buffer depth | `2` |
| Vias | `134` |
| IO Count | `8` |
| CTS tree | `built` |
| Crit Path Class | `reg2out` |
| Top cells by count, synth | `buf_4, dfxtp_1` |
| Mean Syn Cell Area | `between 9 and 10 sq um` |
| Die y size | `80 um` |
| H-tree lvl count | `1` |
| Gpl congestion | `slightly below 0.7` |
| Proportion of synthesized area in mux cells | `0%` |
| Core Rows | `21` |
| Final tally of setup violations | `0` |
| Worst Max-Slew Pin Slew | `approximately 0.16 ns` |
| Sequential area share after synthesis | `between 40% and 50%` |
| GR Overflow Total | `0` |
| Worst skew pair latency | `0.23 ns` |
| CP required | `approximately 0.80 ns` |
| Post-synth ARST share | `0%` |
| Number of diodes | `0` |
| Max FO, Critical Path | `2` |
| WL final | `between 400 and 500 um` |
| Critical-path cell list | `dlygate4sd2_1` |
| P_leak | `between 0.1 and 0.15 nW` |
| Share of layout cells above drive strength 1 | `between 30% and 40%` |
| Die W | `approximately 80 um` |
| DRC Markers | `0` |
| # Cells Yosys | `18` |
| Post-layout period usage | `around 97%` |
| Post-synthesis cell area | `165.2 sq um` |
| Tot Pwr | `~0.45 mW` |
| Syn Inst Count | `18` |
==> routing by layer <==
metal | part of all wire (%) | up-vias | GRT usage, %
met5 | 0 | - | 0
met4 | 0 | 0 | 0.7042
met3 | 11 | 0 | 1.136
met2 | 30 | 7 | 1.846
met1 | 59 | 54 | 2.063
li1 | - | 73 | -
==> cell usage in the layout (no fill, tap or decap) <==
cell,n
clkbuf_2,1
a21o_1,2
nor2b_2,1
o21ai_0,2
dfxtp_1,3
nor2_1,2
clkdlybuf4s15_1,1
nand2b_1,1
dfxtp_2,1
nand2_1,2
clkdlybuf4s50_1,3
dlygate4sd2_1,2
clkbuf_4,3
buf_4,3
==> power by group <==
part,internal [mW],leakage (nW),total [mW],switching [mW]
combinational,0.0460,0.0745,0.0669,0.0210
clock,0.134,0.0138,0.195,0.0614
sequential,0.177,0.0337,0.185,0.00745
==> cell families (layout without fill, tap and decap cells) <==
kind of cell           count (synthesis)  count (layout)
AND/OR/NAND/NOR                        6               6
AND-OR/OR-AND                          4               4
buffers and inverters                  4              13
flip-flops                             4               4
==> final timing paths <==
| kind | startpoint | endpoint | slack (ns) | depth (start not counted) |
|---|---|---|---|---|
| setup reg to reg | ff0.q | ff1.q | 0.29 | 3 |
| setup / recovery | ff0.q | q[0] | 0.03 | 1 |
| hold reg to reg | ff2.q | ff3.q | 0.46 | 1 |
| hold / removal | ff2.q | ff3.q | 0.46 | 1 |
==> flip-flops by register name (all words and copies together) (netlist names) <==
name / cells
ff0.q: 1
ff1.q: 1
ff2.q: 1
ff3.q: 1
==> area by class of cell <==
class | count | area (sq um) | area share, %
Multi-Input combinational cell | 10 | 55.05 | 18.26
Clock buffer | 3 | 22.52 | 7.469
Tap cell | 46 | 57.56 | 19.09
Timing Repair Buffer | 10 | 85.08 | 28.22
Sequential cell | 4 | 81.33 | 26.97
==> timing repair <==
item,CTS,global route
setup endpoints to repair,4,1
resized,7,1
hold buffers,0,0
==> through the flow <==
step           cells  cell area, sq um  worst slack (ns)  TNS (ns)
2_1_floorplan     18             165.2            0.3889         0
3_3_place_gp      70             285.3           -0.1303   -0.3700
3_5_place_dp      70             285.3           -0.1435   -0.4685
4_1_cts           73             306.5          0.007682         0
5_1_grt           73             301.5          0.002050         0
6_report          73             301.5           0.02706         0
Power and IR drop assume default switching activity.
