==> /design/flow/design.v <==
`timescale 1ns/1ps
module full_adder(
    input  wire a,
    input  wire b,
    input  wire cin,
    output wire sum,
    output wire cout
);
    assign sum  = a ^ b ^ cin;
    assign cout = (a & b) | (a & cin) | (b & cin);
endmodule
`timescale 1ns / 1ps
module ripple_carry_adder(
    input  [0:7] A,
    input  [0:7] B,
    input        C,       
    output [0:7] S,
    output       Cout     
);
    wire [0:8] Cx;
    assign Cx[0] = C;
    full_adder fa0 (A[0], B[0], Cx[0], S[0], Cx[1]);
    full_adder fa1 (A[1], B[1], Cx[1], S[1], Cx[2]);
    full_adder fa2 (A[2], B[2], Cx[2], S[2], Cx[3]);
    full_adder fa3 (A[3], B[3], Cx[3], S[3], Cx[4]);
    full_adder fa4 (A[4], B[4], Cx[4], S[4], Cx[5]);
    full_adder fa5 (A[5], B[5], Cx[5], S[5], Cx[6]);
    full_adder fa6 (A[6], B[6], Cx[6], S[6], Cx[7]);
    full_adder fa7 (A[7], B[7], Cx[7], S[7], Cx[8]);
    assign Cout = Cx[8];
endmodule
==> /design/flow/run.sh <==
#!/bin/bash
# OpenROAD 26Q1-2900-gdf79404cd8, Yosys 0.63+post, stock flow scripts
make -C /OpenROAD-flow-scripts/flow DESIGN_CONFIG=/design/flow/config.mk WORK_HOME=/design/flow/orfs finish
==> /design/flow/constraint.sdc <==
current_design ripple_carry_adder

set clk_period 2.9
set clk_io_pct 0.2

create_clock -name clk0 -period $clk_period

set non_clock_inputs [all_inputs -no_clocks]
set_input_delay [expr $clk_period * $clk_io_pct] -clock clk0 $non_clock_inputs
set_output_delay [expr $clk_period * $clk_io_pct] -clock clk0 [all_outputs]
==> /design/flow/config.mk <==
export PLATFORM = sky130hd
export DESIGN_NAME = ripple_carry_adder
export DESIGN_NICKNAME = ripple_carry_adder
export VERILOG_FILES = /design/flow/design.v
export SDC_FILE = /design/flow/constraint.sdc
export NUM_CORES = 4
export LEC_CHECK = 1
export CORE_AREA = 10 10 70 70
export DIE_AREA = 0 0 80 80
==> run notes <==
Status on the layout run. The run finished, with violations left. The checks that failed: negative setup slack. After floorplanning, the core was sized to cover ~0.0034 mm². For reference, the critical path cell chain is buf_8 > inv_12 > fa_2 > inv_2 > fa_2 > fa_2 > fa_2 > fa_2 > fa_2 > fa_2 > inv_2 > fa_2 > inv_1 > buf_2.

The routed design could run at a clock period as short as roughly 4.2 ns. The power report attributes to the combinational group a share of 1.000. In this run, the number of DRC markers left after iteration 0 of detailed routing was 0. The power report puts the net switching power at approximately 28 µW.

Per the slew report, the remaining headroom to the max-slew limit stands at 0.923. Summing every instance area after synthesis gives about 260 µm². The tightest min-delay check is of the input pin to output port type. Total of buffers placed on input and output ports landed at 26.

Count of pins over their slew limit landed at 0. Global routing finished with a remaining overflow of 0. From left edge to right edge, the die measures around 80 µm.

Count of clock-net buffers in the final layout landed at 0. Count of non-filler cells in the finished layout landed at about 90. Areal power density over the cells landed at between 150 and 200 mW/mm². Per-cell routed wire length landed at 8.44 µm.

Antenna repair during routing inserted a diode count of 0. Power consumption landed at 84.1 µW. Setup repair after global routing could not meet its margin everywhere. Number of cells produced by synthesis landed at 26. Endpoints failing hold in the final report were tallied at 0.

Summing over the stages, the warning tally comes to 35. Number of fillers in the final layout landed at 392. The cell that appears most often on the critical path is fa_2.

The final layout contains routed wiring with a total length of approximately 760 µm. Worst-path maximum fanout landed at 1. Die extent in y landed at 80 µm.

The top cell types in the final layout, fill and taps aside, are 14 x clkdlybuf4s50_1, 8 x fa_2, 6 x buf_2, 5 x inv_1, 3 x inv_2. At the floorplan stage, the core utilization is reported as 0.0755. Area taken by flip-flops and latches landed at 0 µm². Nets still carrying antenna violations after routing amount to 0.

In this design, the largest share of critical-path delay is due to adder cells. Among all stages on the critical path, the largest delay is contributed by fa_2. After layout, the worst setup slack is -1.31 ns. The power report lists cell-internal power as between 50 and 60 µW. First-pass GRT wire length landed at ~1.2 mm. RePlAce ended its routability-driven mode at a weighted congestion of just over 0.8. Per the placement report, the placed cell count is about 90. Number of cells in the yosys synthesis report landed at 26. Via count of the first global-routing pass landed at between 200 and 250. Number of antenna violations at the first check in global routing landed at 0. Pin slew with the least headroom to its limit landed at approximately 0.12 ns. The die covers about 0.0064 mm². Setup violations remaining at the end of the flow were counted as 5. Of the available clock period, the critical path in the final layout requires 1.45.

Share of total power consumed by net switching landed at 0.332. The routed layout reports a DRC error count of 0. During synthesis, Yosys emitted a total of 0 warnings. Summed standard-cell area reported by yosys landed at approximately 260 µm². The worst setup path is of the input pin to output port kind. Of the total power, the clock network draws 0. Fmax landed at roughly 0.24 GHz. Pin count of the biggest net entering global routing landed at 2. The script logs the ratio of routed vias to standard cells as 2.29. After legalization and detailed placement, the total HPWL measured 739 µm. Worst ir drop on vdd landed at between 0.00005 and 0.00006 V. Layout-stage area growth over the synthesis result landed at 106%.

The share of total power dissipated in sequential elements is 0. The longest incremental delay of any stage on the critical path is reported as approximately 0.41 ns. The iteration count recorded for the first detailed-route pass is 1. The top cell type in the final layout, fill and taps aside, is clkdlybuf4s50_1. Leakage power figure landed at about 0.22 nW. Data arrival time of the critical path landed at about 3.6 ns. The detailed router placed 206 vias in this run. Number of different library cells in the post-synthesis netlist landed at 3.

The timing report notes that buffer and inverter cells on the critical path total 6. Number of maximum-capacitance violations landed at 0. In the final layout, the share of cells above drive strength 1 is 0.500. According to the floorplan log, the row count is 21. STA classifies the critical path startpoint as an input pin.

The share of the Yosys chip area taken by registers is 0. Number of buffers inserted to repair setup after CTS landed at 0. STA puts the critical path data required time at 2.32 ns. 26 I/O pins were placed. The design has 0 sequential cells. After synthesis, the mean cell area works out to slightly below 10 µm².

Total global-route track usage over all layers is 0.0228. STA classifies the critical path endpoint as an output port.
==> worst paths after layout <==
kind	startpoint	end	cells past startpoint	slack, ns
setup / recovery	A[0]	S[7]	14	-1.31
hold / removal	B[1]	S[2]	4	1.88
==> area by class of cell <==
cell class                 instances  area, µm²  area share
timing repair buffer              26        238       0.448
multi-input combinational          8        180       0.340
tap                               46       57.6       0.108
inverter                          10       55.1       0.104
==> cell usage after synthesis, drive strengths merged <==
cell,instances,area share
inv,10,0.15
fa,8,0.62
buf,8,0.23
==> power groups by stage <==
stage,combinational [mW],clock (mW),sequential [mW]
global route,0.0994,0,0
CTS,0.0900,0,0
finish,0.0841,0,0
==> routing by layer <==
layer  wire length (µm)  up-vias  share of wire  GRT usage
li1                   -       96              -          -
met1                366       86           0.48     0.0345
met2                213       24           0.28     0.0257
met3                180        0           0.24     0.0170
met4                  0        0              0          0
met5                  0        -              0          0
==> per-stage QoR <==
stage | cell area [µm²] | TNS (ns) | worst slack, ns | hold slack (ns) | util
5_1_grt | 531 | -4.75 | -1.43 | 1.94 | 0.155
6_report | 531 | -4.28 | -1.31 | 1.88 | 0.155
4_1_cts | 528 | -4.89 | -1.47 | 1.91 | 0.155
2_1_floorplan | 297 | -3.32 | -1.13 | 1.39 | -
3_3_place_gp | 551 | -10.11 | -2.19 | 2.23 | 0.161
3_5_place_dp | 551 | -10.14 | -2.19 | 2.22 | 0.161
==> kinds of logic after synthesis <==
group	after synthesis	share of synthesized area
fa+ha+maj	8	0.621
buf+inv	18	0.379
==> timing repair <==
item | CTS | global route
setup endpoints to repair | 8 | 7
pin swaps | 8 | 8
resized | 39 | 1
hold buffers | 0 | 0
Power and IR drop assume default switching activity.
